<file path="flow/run.sh">
#!/bin/bash
# OpenROAD 26Q1-2900-gdf79404cd8, Yosys 0.63+post, stock flow scripts
make -C /OpenROAD-flow-scripts/flow DESIGN_CONFIG=/design/flow/config.mk WORK_HOME=/design/flow/orfs finish
</file>
<file path="flow/config.mk">
export PLATFORM = sky130hd
export DESIGN_NAME = Xoodoo
export DESIGN_NICKNAME = Xoodoo
export VERILOG_FILES = /design/flow/design.v
export SDC_FILE = /design/flow/constraint.sdc
export NUM_CORES = 4
export LEC_CHECK = 1
export CORE_UTILIZATION = 50
</file>
<file path="flow/constraint.sdc">
current_design Xoodoo

set clk_period 129.1
set clk_io_pct 0.2

create_clock -name clk0 -period $clk_period [get_ports {clk}]

set non_clock_inputs [all_inputs -no_clocks]
set_input_delay [expr $clk_period * $clk_io_pct] -clock clk0 $non_clock_inputs
set_output_delay [expr $clk_period * $clk_io_pct] -clock clk0 [all_outputs]
</file>
<file path="flow/design.v">
module Xoodoo(
    clk,
    rst_n,    
    start,
    state_in,
    state_out,
    done
);
    input         clk;
    input         rst_n;    
    input         start;
    input  [383:0] state_in;
    output [383:0] state_out;
    output        done;
    reg    [383:0] state_out;
    reg            done;
    reg    [383:0] state;
    reg      [3:0] round_counter;
    reg            processing;
    parameter NUM_ROUNDS = 12;
    wire [31:0] rc [0:NUM_ROUNDS-1];
    assign rc[ 0] = 32'h00000058;
    assign rc[ 1] = 32'h00000038;
    assign rc[ 2] = 32'h000003C0;
    assign rc[ 3] = 32'h000000D0;
    assign rc[ 4] = 32'h00000120;
    assign rc[ 5] = 32'h00000014;
    assign rc[ 6] = 32'h00000060;
    assign rc[ 7] = 32'h0000002C;
    assign rc[ 8] = 32'h00000380;
    assign rc[ 9] = 32'h000000F0;
    assign rc[10] = 32'h000001A0;
    assign rc[11] = 32'h00000012;
    function [31:0] rotl32;
        input [31:0] x;
        input [4:0]  n;
        begin
            rotl32 = (x << n) | (x >> (32 - n));
        end
    endfunction
    function [383:0] apply_round;
        input [383:0] cur;
        input [31:0]  rc_val;
        reg   [31:0] A   [0:2][0:3];
        reg   [31:0] P   [0:3];
        reg   [31:0] E   [0:3];
        reg   [31:0] tmp [0:3];
        reg   [31:0] B0, B1, B2;
        integer      x, y;
        begin
            for (y = 0; y < 3; y = y + 1)
                for (x = 0; x < 4; x = x + 1)
                    A[y][x] = cur[((11 - (x+4*y)) * 32) +: 32];
            for (x = 0; x < 4; x = x + 1)
                P[x] = A[0][x] ^ A[1][x] ^ A[2][x];
            for (x = 0; x < 4; x = x + 1)
                E[x] = rotl32(P[(x+3)%4], 5) ^ rotl32(P[(x+3)%4],14);
            for (y = 0; y < 3; y = y + 1)
                for (x = 0; x < 4; x = x + 1)
                    A[y][x] = A[y][x] ^ E[x];
            for (x = 0; x < 4; x = x + 1)
                tmp[x] = A[1][x];
            for (x = 0; x < 4; x = x + 1)
                A[1][x] = tmp[(x+3)%4];
            for (x = 0; x < 4; x = x + 1)
                A[2][x] = rotl32(A[2][x], 11);
            A[0][0] = A[0][0] ^ rc_val;
            for (x = 0; x < 4; x = x + 1) begin
                B0 = (~A[1][x]) & A[2][x];
                B1 = (~A[2][x]) & A[0][x];
                B2 = (~A[0][x]) & A[1][x];
                A[0][x] = A[0][x] ^ B0;
                A[1][x] = A[1][x] ^ B1;
                A[2][x] = A[2][x] ^ B2;
            end
            for (x = 0; x < 4; x = x + 1)
                A[1][x] = rotl32(A[1][x], 1);
            for (x = 0; x < 4; x = x + 1)
                tmp[x] = A[2][x];
            for (x = 0; x < 4; x = x + 1)
                A[2][x] = rotl32(tmp[(x+2)%4], 8);
            for (y = 0; y < 3; y = y + 1)
                for (x = 0; x < 4; x = x + 1)
                    apply_round[((11 - (x+4*y)) * 32) +: 32] = A[y][x];
        end
    endfunction
    always @(posedge clk or negedge rst_n) begin
        if (!rst_n) begin  
            state         <= 384'h0;
            state_out     <= 384'h0;
            done          <= 1'b0;
            round_counter <= 4'd0;
            processing    <= 1'b0;
        end else if (start && !processing) begin
            state         <= state_in;
            round_counter <= 4'd0;
            processing    <= 1'b1;
            done          <= 1'b0;
        end else if (processing) begin
            if (round_counter < NUM_ROUNDS) begin
                state         <= apply_round(state, rc[round_counter]);
                round_counter <= round_counter + 1;
            end else begin
                state_out   <= state;
                done        <= 1'b1;
                processing  <= 1'b0;
            end
        end
    end
endmodule
</file>
==> results.json <==
{
  "status": "completed",
  "viasPerCell": 6.187,
  "critPathMaxStageDelay_ns": 0.71,
  "dr.first_iter.drc_count": 4201,
  "cp_data_required_time_ns": 129.70,
  "die_w_microns": 311.6,
  "tns_ns": 0,
  "layout-drive-gt1-share": 0.1616,
  "rows": 113,
  "flop_area_sq_mm": 0.01937,
  "final_antenna_net_count": 0,
  "ys_cells": 4615,
  "critical_path_buf_inv_count": 4,
  "first_pass_iters": 6,
  "post-route-period-util": 0.2234,
  "grt_overflow_total": 0,
  "antenna_found_initial": 24,
  "arrival_ns": 29.45,
  "tightest_slew_ns": 1.082,
  "synthArstFlopShare": 1.000,
  "final-comb-area_sq_mm": 0.02730,
  "synthCells": 4615,
  "path_common_cell": "buf_4",
  "grt_usage": 0.5004,
  "synth-seq-cells": 774,
  "dieArea_sq_mm": 0.09708,
  "enable_flop_cells": 0,
  "path_class": "input port to flop",
  "max_freq_mhz": 34.67,
  "path_cells": "clkdlybuf4s50_1 > nand2b_4 > buf_4 > buf_4 > buf_4 > nand2_1 > and3_1 > a31oi_1",
  "ys_warn_count": 5,
  "cpLargestDelayFamily": "buffers and inverters",
  "critPathCaptureType": "flop",
  "cts_tree": "done",
  "dp_hpwl_microns": 184700,
  "synth_area_sq_mm": 0.04792,
  "insertion_delay_ns": 0.70,
  "hold_viol": 0,
  "cts.sinks": 774,
  "crit_start": "start",
  "ff_type": "dfrtp_1",
  "placedInstanceArea_sq_mm": 0.05785,
  "gp_congestion": 1.112,
  "warnings": 44,
  "cts_buffers": 88,
  "first_global_vias": 39520,
  "cts.repair.resized": 0,
  "cap_viol_max_count": 0,
  "core_sq_mm": 0.09501,
  "avgSynthCellArea_sq_um": 10.38,
  "root_buffer": "clkbuf_16",
  "wl_per_cell_microns": 34.40,
  "ys_seq_frac": 0.4042,
  "fill_cells": 7647,
  "vias": 41710,
  "setup_viol": 0,
  "clock_path_buffers": 3,
  "cpMaxStageDelayCell": "buf_4",
  "r2r_start": "processing",
  "stdcell_area_sq_mm": 0.06072,
  "max-slew-margin-rel": 0.2733,
  "area_delta_synth_final_pct": 26.71,
  "grt_setup_unrepaired": "false",
  "hold_start": "state_out[274]",
  "finalCriticalPeriod_ns": 28.85,
  "critPathLaunchType": "input port",
  "io_buffers": 771,
  "grt_pass1_wl_microns": 315100,
  "yosysChipArea_sq_mm": 0.04792,
  "wl_microns": 231900,
  "crit_fanout": 66,
  "clkSlewWorstSetupHoldPaths_ns": 0.06,
  "fin_worst_skew_ns": 0.03816,
  "grt_max_degree": 147,
  "synth_cell_type_count": 51,
  "fp_util": 0.5044,
  "holdCritPathClass": "flop to flop",
  "cts-hold-fix-buffers": 0,
  "htreeDepth": 3,
  "io_pins": 772,
  "fp.dieH_microns": 311.6,
  "drc": 0,
  "postCtsSetupRepairBufs": 0,
  "maxSlewViolCount": 0
}
## flip-flops by register name (all words and copies together), names as in the netlist
register / flops
state_out: 384
round_counter: 4
processing: 1
done: 1
state: 384
## metal layers
| layer | global-route usage | vias to the layer above | routed length, microns |
|---|---|---|---|
| met3 | 0.2873 | 662 | 35640 |
| met5 | 0.01136 | - | 378 |
| met2 | 0.6677 | 2513 | 96320 |
| met1 | 0.6311 | 20500 | 80470 |
| li1 | - | 18000 | - |
| met4 | 0.3192 | 34 | 19130 |
## worst register-to-register path, cell delays in order, from the launching register on
cell,delay [ns]
dfrtp_1,0.63
nand2b_4,0.69
buf_4,0.72
buf_4,0.64
buf_4,0.71
nand2_1,0.18
and3_1,0.21
a31oi_1,0.14
## worst paths after layout
kind	end	slack (ns)	cells past startpoint
worst max-delay path	state[161]	100.26	8
worst min-delay path	state_out[274]	0.48	2
worst max register to register	state[161]	125.11	7
worst min register to register	state_out[274]	0.48	2
max in group asynchronous	state[298]	100.93	5
min in group asynchronous	state_out[269]	25.16	1
## cells in the mapped netlist (19+ instances only)
library cell	count	area [sq um]
or2_2	102	638.1
inv_1	122	457.9
clkbuf_1	248	930.9
and4_1	97	849.6
o21ai_0	274	1371
a21oi_1	141	705.7
nand2_1	569	2136
nor3_1	28	140.1
o31a_1	123	1077
xnor3_2	33	784.5
nand3_1	19	95.09
dfrtp_1	774	19370
xor2_1	183	1603
xnor3_1	105	2365
xnor2_2	80	1301
nor2_1	50	187.7
nor4_1	92	575.6
a31oi_1	309	1933
nand2b_1	48	300.3
and3_1	213	1333
mux2_2	271	3052
xnor2_4	47	1294
nor2b_1	66	412.9
or3_1	109	681.9
xnor2_1	376	3293
## through the flow
stage,instances,utilization,setup WS [ns],hold slack (ns)
3_3_place_gp,6571,0.6089,99.72,0.4633
3_5_place_dp,6571,0.6089,99.69,0.4703
2_1_floorplan,4615,-,101.87,0.4257
6_report,6742,0.6391,100.26,0.4777
4_1_cts,6728,0.6387,100.41,0.4830
5_1_grt,6729,0.6387,100.13,0.5011
## cell usage in the layout (no fill, tap or decap), types with 66 or more instances in the layout
| cell | count |
|---|---|
| or2_2 | 102 |
| nand2_1 | 568 |
| clkbuf_16 | 88 |
| nor2b_1 | 66 |
| mux2_2 | 271 |
| xnor3_1 | 105 |
| nor4_1 | 68 |
| and3_1 | 213 |
| o31a_1 | 123 |
| and4_1 | 97 |
| clkdlybuf4s50_1 | 770 |
| xnor2_2 | 80 |
| buf_4 | 176 |
| dfrtp_1 | 774 |
| or3_1 | 109 |
| o21ai_0 | 274 |
| xor2_1 | 183 |
| xnor2_1 | 376 |
| inv_1 | 122 |
| a21oi_1 | 141 |
| a31oi_1 | 309 |
## kinds of logic (layout without fill, tap and decap cells)
family                   count (synthesis)  in the layout  share of synthesized area
XOR/XNOR                               826            826                     0.2227
AND-OR/OR-AND                          914            914                     0.1167
AND/OR/NAND/NOR                       1442           1442                     0.1613
flip-flops                             774            774                     0.4042
adder cells (fa/ha/maj)                  4              4                   0.001044
other                                    0             14                          0
multiplexers                           272            272                    0.06389
buffers and inverters                  383           1231                    0.03011
## layout make-up
class                           instances  area share
Clock buffer                          126     0.04142
Timing Repair Buffer                  952      0.1506
Sequential cell                       774      0.3190
Inverter                              122    0.007542
Tap cell                             1265     0.02607
Antenna cell                           14   0.0005770
Multi-Input combinational cell       3458      0.4495
Clock inverter                         31    0.005275
